==> ./design.v <==
module FIR #(
	parameter SAMPLE_IN_WIDTH  = 16,
	parameter SAMPLE_OUT_WIDTH = SAMPLE_IN_WIDTH*2,
	parameter TAPS	 		   = 67
)
(
	input  wire 	   				    rst_n,
	input  wire 	   				    CLK,
	input  wire  [SAMPLE_IN_WIDTH-1:0]  sample_in,
	input  wire        				    En_FIR,
	output wire  [SAMPLE_OUT_WIDTH-1:0] sample_out 
);
integer i;
wire [SAMPLE_IN_WIDTH-1:0]  FIR_Coef   [TAPS-1:0];
wire [SAMPLE_OUT_WIDTH-1:0] mul_res    [TAPS-1:0];
reg  [SAMPLE_OUT_WIDTH-1:0] add_res    [TAPS-2:0];
reg  [SAMPLE_IN_WIDTH-1:0]  delay_regs [TAPS-1:0];
genvar x;
generate
for (x = 0; x < TAPS; x = x + 1) begin
	signed_mul mul_insts (
		.in0(FIR_Coef[x]),
		.in1(delay_regs[x]),
		.out(mul_res[x])
	);
end
endgenerate
assign FIR_Coef[0]  = 16'hFFF8; 
assign FIR_Coef[1]  = 16'hFFE7; 
assign FIR_Coef[2]  = 16'hFFE8; 
assign FIR_Coef[3]  = 16'h0000; 
assign FIR_Coef[4]  = 16'h0021; 
assign FIR_Coef[5]  = 16'h002F; 
assign FIR_Coef[6]  = 16'h0012; 
assign FIR_Coef[7]  = 16'hFFD6; 
assign FIR_Coef[8]  = 16'hFFA9; 
assign FIR_Coef[9]  = 16'hFFC3; 
assign FIR_Coef[10] = 16'h0026; 
assign FIR_Coef[11] = 16'h008C; 
assign FIR_Coef[12] = 16'h008C; 
assign FIR_Coef[13] = 16'h0000; 
assign FIR_Coef[14] = 16'hFF40; 
assign FIR_Coef[15] = 16'hFEFA; 
assign FIR_Coef[16] = 16'hFF9E; 
assign FIR_Coef[17] = 16'h00D8; 
assign FIR_Coef[18] = 16'h01A6; 
assign FIR_Coef[19] = 16'h011C; 
assign FIR_Coef[20] = 16'hFF55; 
assign FIR_Coef[21] = 16'hFDA3; 
assign FIR_Coef[22] = 16'hFDB0; 
assign FIR_Coef[23] = 16'h0000; 
assign FIR_Coef[24] = 16'h0316; 
assign FIR_Coef[25] = 16'h043C; 
assign FIR_Coef[26] = 16'h01A0; 
assign FIR_Coef[27] = 16'hFC4B; 
assign FIR_Coef[28] = 16'hF841; 
assign FIR_Coef[29] = 16'hFA33; 
assign FIR_Coef[30] = 16'h0420; 
assign FIR_Coef[31] = 16'h133E; 
assign FIR_Coef[32] = 16'h20F2; 
assign FIR_Coef[33] = 16'h2676; 
assign FIR_Coef[34] = 16'h20F2; 
assign FIR_Coef[35] = 16'h133E; 
assign FIR_Coef[36] = 16'h0420; 
assign FIR_Coef[37] = 16'hFA33; 
assign FIR_Coef[38] = 16'hF841; 
assign FIR_Coef[39] = 16'hFC4B; 
assign FIR_Coef[40] = 16'h01A0; 
assign FIR_Coef[41] = 16'h043C; 
assign FIR_Coef[42] = 16'h0316; 
assign FIR_Coef[43] = 16'h0000; 
assign FIR_Coef[44] = 16'hFDB0; 
assign FIR_Coef[45] = 16'hFDA3; 
assign FIR_Coef[46] = 16'hFF55; 
assign FIR_Coef[47] = 16'h011C; 
assign FIR_Coef[48] = 16'h01A6; 
assign FIR_Coef[49] = 16'h00D8; 
assign FIR_Coef[50] = 16'hFF9E; 
assign FIR_Coef[51] = 16'hFEFA; 
assign FIR_Coef[52] = 16'hFF40; 
assign FIR_Coef[53] = 16'h0000; 
assign FIR_Coef[54] = 16'h008C; 
assign FIR_Coef[55] = 16'h008C; 
assign FIR_Coef[56] = 16'h0026; 
assign FIR_Coef[57] = 16'hFFC3; 
assign FIR_Coef[58] = 16'hFFA9; 
assign FIR_Coef[59] = 16'hFFD6; 
assign FIR_Coef[60] = 16'h0012; 
assign FIR_Coef[61] = 16'h002F; 
assign FIR_Coef[62] = 16'h0021; 
assign FIR_Coef[63] = 16'h0000; 
assign FIR_Coef[64] = 16'hFFE8; 
assign FIR_Coef[65] = 16'hFFE7; 
assign FIR_Coef[66] = 16'hFFF8; 
always @(posedge CLK,negedge rst_n) begin
	if (!rst_n) begin
		for (i = 0; i < TAPS;i = i + 1) begin
			delay_regs[i] <= 'b0;
		end
	end
	else if (En_FIR) begin
		delay_regs[0] <= sample_in;
		for (i = 1; i < TAPS;i = i + 1) begin
			delay_regs[i] <= delay_regs[i-1];
		end
	end
end
always @(*) begin
	add_res[0] = mul_res[0] + mul_res[1];
	for (i = 1;i < TAPS - 1; i = i + 1) begin
		add_res[i] = add_res[i-1] + mul_res[i+1];
	end 
end
assign sample_out = (En_FIR)? add_res[TAPS-2] : 'b0;
endmodule
module signed_mul #(
	parameter IN_WIDTH  = 16,
	parameter OUT_WIDTH = 2 * IN_WIDTH
)
(
	input  wire [IN_WIDTH-1:0]  in0,
	input  wire [IN_WIDTH-1:0]  in1,
	output wire [OUT_WIDTH-1:0] out
);
wire [IN_WIDTH-1:0]  passed_in0;
wire [IN_WIDTH-1:0]  passed_in1;
wire [OUT_WIDTH-1:0] passed_out;
assign passed_in0 = (in0[IN_WIDTH-1])? (~in0 + 1): in0;
assign passed_in1 = (in1[IN_WIDTH-1])? (~in1 + 1): in1;
assign passed_out = passed_in0 * passed_in1;
assign out = (in0[IN_WIDTH-1] ^ in1[IN_WIDTH-1])? (~passed_out + 1) : passed_out;
endmodule
==> ./run.sh <==
#!/bin/bash
# OpenROAD 26Q1-2900-gdf79404cd8, Yosys 0.63+post, stock flow scripts
make -C /OpenROAD-flow-scripts/flow DESIGN_CONFIG=/design/flow/config.mk WORK_HOME=/design/flow/orfs finish
==> ./config.mk <==
export PLATFORM = sky130hd
export DESIGN_NAME = FIR
export DESIGN_NICKNAME = FIR
export VERILOG_FILES = /design/flow/design.v
export SDC_FILE = /design/flow/constraint.sdc
export NUM_CORES = 4
export LEC_CHECK = 1
export CORE_UTILIZATION = 50
==> ./constraint.sdc <==
current_design FIR

set clk_period 30.0
set clk_io_pct 0.2

create_clock -name clk0 -period $clk_period [get_ports {CLK}]

set non_clock_inputs [all_inputs -no_clocks]
set_input_delay [expr $clk_period * $clk_io_pct] -clock clk0 $non_clock_inputs
set_output_delay [expr $clk_period * $clk_io_pct] -clock clk0 [all_outputs]
==> qor.csv <==
stage;metric;value;unit
clock_tree;holdBufCountCts;0;
setup_path;slowest_stage;dfrtp_1;
sta;tns;0;ns
setup_path;crit_arrival;18.32;ns
synth;async_flop_share;100;%
layout;largest-register;delay_regs;
clock_tree;cts_made_buffers;146;
synth;synthCells;27300;
sta;min_period;24.32;ns
synth;most_common_cell;inv_1;
global_route;grtUsageMet1;46.2;%
sta;setup_viol;0;
synth;avgSynthCellArea;9.19;sq um
floorplanning;die_h;711;um
synth;ys_types;103;
clock_tree;ctsResizeCount;0;
clock_tree;clock_latency;0.90;ns
setup_path;cp_max_fo;11;
route;vias_per_cell;5.45;
synth;ys_cells;27300;
global_route;grt_max_degree;126;
global_route;overflow;0;
synth;ys_seq_share;10.7;%
sta;worst_slew_pin_slew;1.30;ns
floorplanning;num_io_pins;51;
clock_tree;htree_levels;4;
synth;ys_ff;1072;
setup_path;crit_top_cell;fa_1;
layout;drive_gt1_share;6.51;%
setup_path;crit_buf_inv;10;
route;ant_nets;0;
synth;yosysWarningCount;5;
clock_tree;cts.sinks;1072;
job;tool_warnings;137;
route;drtPass1Iterations;6;
layout;nFillCells;45300;
sta;fmax;41.1;MHz
route;first_iter_violations;10300;
route;dr_total_vias;186000;
sta;relSlewSlack;12.5;%
clock_tree;path_clk_slew;0.06;ns
layout;largest_register_ffs;1072;
global_route;grt_pass1_vias;188000;
setup_path;critPathMaxStageDelay;0.73;ns
sta;period_used_share;81.1;%
synth;yosysTopAreaCell;fa_1;
floorplanning;fp.coreArea;0.499;sq mm
global_route;antenna_found_initial;24;
global_route;busiest_layer;met2;
outcome;status;completed;
global_route;grt_use_total;33.3;%
sta;rsz0062_at_grt;no;
setup_path;worstSetupPathType;register to output port;
setup_path;worstPathRequired;24.00;ns
clock_tree;clockRootBuffer;clkbuf_16;
floorplanning;die-area;0.505;sq mm
clock_tree;tritoncts;done;
synth;syn_area;0.251;sq mm
floorplanning;die_x;711;um
sta;skew;0.0478;ns
synth;top_cell_area_share;26.8;%
floorplanning;initial_utilization;50.3;%
synth;synth_top_flop_cell;dfrtp_1;
placed_design;port_buffers;50;
setup_path;cp-start-kind;register;
sta;slew_viol_final;0;
global_route;grt.met2_usage;49.1;%
route;wl_per_cell;23.1;um
synth;synthTopCellsByCount;inv_1 (5542), ha_1 (3408), fa_1 (3361);
floorplanning;rows;259;
placed_design;pre_cts_ws;6.73;ns
job;max_cap_viol_count;0;
synth;ys_area;0.251;sq mm
route;wirelength;786000;um
clock_tree;post-cts-setup-buffers;0;
synth;synth-edff-count;0;
placed_design;gp_congestion;1.08;
global_route;grt_use_met3;13.2;%
route;drcViolationCount;0;
setup_path;end_kind;output port;
setup_path;crit_family;adder cells;
placed_design;hpwl;696000;um
layout;reg.largest.list;delay_regs x1072;
sta;hold_viol;0;
sta;setup_ws;5.68;ns
synth;synthTopCellsByArea;fa_1 (27%), ha_1 (17%), dfrtp_1 (11%), inv_1 (8.3%), xnor2_1 (7.8%);
layout;area_delta_synth_final;5.58;%
global_route;grt_pass1_wl;1190000;um
clock_tree;cts_max_path_buffers;4;
min_path;hp-class;register to register;
stage by stage:
stage / std cells / util (%) / hold slack (ns) / instance area, sq um
finish: 34100 / 53.1 / 0.477 / 265000
global route: 34100 / 53.1 / 0.510 / 265000
CTS: 34100 / 53.1 / 0.484 / 265000
detailed placement: 33800 / 52.2 / 0.469 / 260000
global placement: 33800 / 52.2 / 0.460 / 260000
floorplan: 27300 / - / 0.449 / 251000
metal layers:
layer,vias to the layer above,part of all wire (%)
met5,-,0.16
met4,32,4.8
met3,1024,10
met2,4604,44
met1,90400,41
li1,89500,-
layout by cell type, fill, tap and decap left out, types with 37 or more instances in the layout:
master | synthesis | routed
mux2_2 | 953 | 953
xnor2_1 | 2251 | 2251
a211oi_1 | 105 | 105
nand4_1 | 57 | 57
clkbuf_16 | 0 | 148
nand3_1 | 253 | 253
nand3b_1 | 51 | 51
o41ai_1 | 161 | 155
nor3_1 | 447 | 447
fa_1 | 3361 | 3361
o21ai_0 | 1075 | 1075
nand2b_1 | 328 | 328
clkdlybuf4s50_1 | 0 | 48
and2_1 | 120 | 120
o211ai_1 | 60 | 60
or2_2 | 132 | 132
a21oi_1 | 964 | 964
inv_1 | 5542 | 5542
a31oi_1 | 169 | 169
nor2_1 | 1197 | 1197
a31o_2 | 63 | 63
o31a_1 | 52 | 52
nor2b_1 | 216 | 216
buf_4 | 1 | 300
dfrtp_1 | 1072 | 1072
or3_1 | 296 | 296
and3_1 | 109 | 109
nor4_1 | 153 | 152
o31ai_1 | 399 | 399
nand2_1 | 1321 | 1321
xor2_1 | 909 | 909
a21boi_0 | 61 | 61
ha_1 | 3408 | 3408
o21a_1 | 192 | 192
or4_1 | 123 | 123
nor3b_1 | 51 | 51
nand4b_1 | 37 | 37
o21bai_1 | 132 | 132
a21o_1 | 349 | 349
worst register-to-register path: cells and delay by family, from the launching register on:
family | cells | cell delay, ns
AOI/OAI and AO/OA | 1 | 0.25
buffers and inverters | 2 | 0.75
DFF | 1 | 0.65
cell type report:
cell class	instances	area (sq um)	share of cell area (%)
inverters	5554	20800	7.86
repair buffers	351	2790	1.05
clock buffers	187	4040	1.52
multi-input cells	20200	202000	76.0
flip-flops and latches	1072	26800	10.1
clock inverters	71	830	0.313
diodes	12	30.0	0.0113
well taps	6655	8330	3.14
cell families after synthesis:
group	synth area share, %
buffers and inverters	9.12
adders and majority gates	43.8
AOI/OAI and AO/OA	10.8
DFF	10.7
muxes	4.41
and+or+nand+nor	10.0
xor gates and xnor gates	11.1
path summary, 6_finish.rpt:
check,startpoint,end,slack [ns],depth (start not counted)
max,delay_regs[45][0],sample_out[31],5.68,56
min,delay_regs[53][1],delay_regs[54][1],0.48,2
max reg2reg,delay_regs[2][15],delay_regs[2][15],28.27,3
min reg2reg,delay_regs[53][1],delay_regs[54][1],0.48,2
max in group asynchronous,rst_n,delay_regs[45][11],20.84,7
min in group asynchronous,rst_n,delay_regs[0][11],5.02,1
